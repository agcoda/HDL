[flow/run.sh]
#!/bin/bash
# OpenROAD 26Q1-2900-gdf79404cd8, Yosys 0.63+post, stock flow scripts
make -C /OpenROAD-flow-scripts/flow DESIGN_CONFIG=/design/flow/config.mk WORK_HOME=/design/flow/orfs finish
[flow/config.mk]
export PLATFORM = sky130hd
export DESIGN_NAME = memStateMachine
export DESIGN_NICKNAME = memStateMachine
export VERILOG_FILES = /design/flow/design.v
export SDC_FILE = /design/flow/constraint.sdc
export NUM_CORES = 4
export LEC_CHECK = 1
export CORE_AREA = 10 10 111 111
export DIE_AREA = 0 0 121 121
[flow/constraint.sdc]
current_design memStateMachine

set clk_period 4.2
set clk_io_pct 0.2

create_clock -name clk0 -period $clk_period [get_ports {clk}]

set non_clock_inputs [all_inputs -no_clocks]
set_input_delay [expr $clk_period * $clk_io_pct] -clock clk0 $non_clock_inputs
set_output_delay [expr $clk_period * $clk_io_pct] -clock clk0 [all_outputs]
[flow/design.v]
module memStateMachine( input   logic[3:0]  data_in,      
                        input   logic       clk,
                        input   logic       reset,
                        output  logic[5:0]  sum_out      
);
    typedef enum logic[1:0]{S0, S1, S2, S3} stateType;
    stateType   state;
    stateType   nextState;
    logic[3:0]  we;
    logic[3:0]  data_out_1, data_out_2, data_out_3, data_out_4;
    register_4bit reg_1(data_in, we[0], clk, data_out_1);
    register_4bit reg_2(data_in, we[1], clk, data_out_2);
    register_4bit reg_3(data_in, we[2], clk, data_out_3);
    register_4bit reg_4(data_in, we[3], clk, data_out_4);
    always_ff @(posedge clk, posedge reset)
	begin
        if(reset)   state   <= S0;        
        else        state   <= nextState;
    end
    always_comb
	begin
	case(state)
            S0: 	nextState = S1;
            S1: 	nextState = S2;
            S2: 	nextState = S3;
            S3: 	nextState = S0;
	    default:	nextState = S0;
        endcase
	end
    always_ff @(negedge clk)
        begin
        case(state)
            S0:     we = 4'b0001;
            S1:     we = 4'b0010;
            S2:     we = 4'b0100;
            S3:     we = 4'b1000;
        endcase
    	end
    assign sum_out = data_out_1 + data_out_2 + data_out_3 + data_out_4;
endmodule
module register_4bit(   input   logic[3:0]  data_in,     
                        input   logic       we,     
                        input   logic       clk,
                        output  logic[3:0]  data_out
                    );
logic[3:0]  data_array;
always_ff @(posedge clk)
    data_out <= data_array;
always_ff @(posedge clk)
    if(we == 1'b1)  data_array <= data_in;
endmodule
==> flow_summary.ini <==
; synthesis and place-and-route metrics
[clock_network]
cts_setup_buffers = 0
tritoncts = yes
numCtsBuffers = 5
clock_latency_ps = 330
cts_root_buf = clkbuf_8
cts.clk_slew.worst_paths_ps = 70
clkSinkCount = 40
h-tree-depth = 2
cts_hold_buf = 0
clockBufferDepth = 2
post_cts_resized = 0

[synth]
ys_types = 13
yosysTopAreaCellShare_pct = 36.5
area_leaders = edfxtp_1 37%, dfxtp_1 30%, fa_1 12%, dfrtp_1 5.7%, ha_1 4.8%
syn_avg_cell_area_um2 = 17.5
synth_top_cell_by_area = edfxtp_1
yosysChipArea_um2 = 1320
seq_area_frac_synth_pct = 74.7
yosys_cells = 75
syn_inst = 75
numSynthFlops = 40
synth_warnings = 2
synthesis.area_um2 = 1320

[sta]
post-route-min-period_ps = 3910
fin_setup_tns_ps = 0
max-slew-margin-rel_pct = 85.5
finalClockSkew_ps = 62.8
final-max-slew-violation-count = 0
worstMarginPinSlew_ps = 217
fin_crit_sh_pct = 93.1
finalHoldViolCount = 0
setup_violations = 0
fmaxAchievable_mhz = 256
rsz0062_at_grt = no

[placed_design]
placed_area_um2 = 1580
gp_congestion = 0.722
dp.cells = 216
hpwl_mm = 1.27
io_buffers = 11

[routing]
wl_mm = 1.53
via_count = 525
vias_per_cell = 2.31
wire_per_inst_um = 6.73
drt_iter0_markers = 10
final_antenna_net_count = 0
diodes = 0
drtPass1Iterations = 3
drc = 0

[power]
ir_drop_v = 0.000113
pwr_density_cell_nw_per_um2 = 411
leakage_nw = 0.672

[critical_path]
worstSetupPathType = register to output port
crit_path_max_incr_delay_ps = 530
path_common_cell = fa_1
crit_slowest_cell = fa_1
critical_path.cell_chain = inv_1, fa_1, inv_1, fa_1, ha_1, fa_1, a21o_1, a21o_1, clkdlybuf4s50_1
cp.arrival_ps = 3070
r2r_slack_ps = 1310
cp_data_required_time_ps = 3360
endpoint_kind = output port
path_max_fanout = 2
r2r-start = we[0]
ff2ff_path_depth = 0
start_kind = register
timing.rr.end = reg_1.data_array[3]

[min_path]
whs_endpoint = reg_1.data_out[2]
hold_path_depth = 0
hp-start = reg_1.data_array[2]
hold_class = register to register

[global_route]
grt_pass1_vias = 548
overflow = 0
grt_pass1_wl_mm = 2.54
antenna_found_initial = 0
grt_max_degree = 14
grt_usage_pct = 2.24

[finish]
seq_area_um2 = 982
stdcell_count = 227
fin_area_um2 = 1680
drive_gt1_share_pct = 9.57
fillers = 1058
comb_area_um2 = 277
area_delta_synth_final_pct = 27.6
fin_util_pct = 17.0

[run_status]
outcome = finished, final reports clean

[floorplanning]
die_y_um = 121
io_pins = 12
die_w_um = 121
fp_util_pct = 13.3
rows = 36
coreArea_um2 = 9860
chip_area_um2 = 14600

[flow_run]
tool_warnings = 29
maxCapViolCount = 0
-- layout by cell type, fill, tap and decap left out --
cell,instances
a21o_1,3
a21oi_2,1
clkbuf_8,5
clkdlybuf4s50_1,11
clkinv_1,1
clkinv_2,1
clkinv_4,1
dfrtp_1,3
dfstp_2,1
dfxtp_1,20
edfxtp_1,16
fa_1,8
ha_1,5
inv_1,15
nor3_1,1
xnor2_1,1
xor2_1,1
-- cells in the mapped netlist --
library cell and number:
xor2_1 1, inv_1 12, ha_1 5, dfstp_2 1, edfxtp_1 16, dfrtp_1 3, dfxtp_1 20, a21oi_2 1
nor3_1 1, a21o_1 3, fa_1 8, xnor2_1 1, clkbuf_1 3
-- layout make-up --
cell class | count | area share [%]
Clock inverter | 7 | 1.94
Sequential cell | 40 | 58.5
Clock buffer | 5 | 4.10
Timing Repair Buffer | 11 | 6.56
Inverter | 11 | 2.46
Multi-Input combinational cell | 20 | 16.5
Tap cell | 133 | 9.92
-- worst max path at each step --
| stage | start | to | slack (ps) | cells after the start |
|---|---|---|---|---|
| after CTS | reg_1.data_out[1] | sum_out[5] | 250 | 9 |
| after global routing | reg_1.data_out[1] | sum_out[5] | 120 | 9 |
| final | reg_1.data_out[1] | sum_out[5] | 290 | 9 |
-- power by group --
part	switching (mW)	internal, mW
combinational	0.0135	0.0253
clock	0.123	0.119
sequential	0.00120	0.408
total	0.138	0.553
-- cell families after synthesis --
group / share of synthesized area [%]
xor gates and xnor gates: 1.33
buffers and inverters: 4.28
and+or+nand+nor: 0.380
AOI/OAI and AO/OA: 2.38
adders and majority gates: 16.9
DFF: 74.7
-- per-layer routing --
metal	global-route usage, %	up-vias	share of wire, %
met5	0	-	0
met4	0.528	0	1.7
li1	-	275	-
met2	3.74	14	48
met3	1.51	4	10
met1	2.24	232	40
-- flip-flops by register name (all words and copies together), names as in the netlist --
signal	flops
reg_3.data_array	4
reg_1.data_out	4
reg_2.data_array	4
reg_1.data_array	4
reg_3.data_out	4
reg_4.data_array	4
we	4
state	4
reg_4.data_out	4
reg_2.data_out	4
-- stage by stage --
stage	hold WS, ps	power, mW	setup WS, ps
after global placement	330	0.464	598
final	336	0.690	291
after CTS	335	0.702	245
after floorplan	323	0.441	1100
after global routing	338	0.726	115
after detailed placement	327	0.465	560
-- worst max-delay path: cells and delay by family, from the launching register on --
family          cells  cell delay, ps
compound gates      2             350
buf+inv             3             500
flops               1             320
fa+ha+maj           4            1630
No activity file was given, so power comes from the tool's default toggle rates.
