==> design/flow/constraint.sdc <==
current_design register

set clk_period 6.8
set clk_io_pct 0.2

create_clock -name clk0 -period $clk_period [get_ports {Clock}]

set non_clock_inputs [all_inputs -no_clocks]
set_input_delay [expr $clk_period * $clk_io_pct] -clock clk0 $non_clock_inputs
set_output_delay [expr $clk_period * $clk_io_pct] -clock clk0 [all_outputs]
==> design/flow/design.v <==
module register(
    input   logic       Clock,       
	input   logic       Reset,       
	input   logic[3:0]  Addr_A,      
	input   logic[3:0]  Addr_B,      
	input   logic[3:0]  Addr_WR,     
	input   logic       WR,          
	input   logic[7:0]  DIN,         
    output  logic[7:0]	Out_A,        
	output  logic[7:0]  Out_B        
);
bit[15:0][7:0]  mem;
int i;
always_ff @( posedge Clock ) begin : Synchronous
    if(Reset)   begin
        for(i=0;i<16;i=i+1) begin
            mem[i] = 0;
        end
    end
    if(WR)  mem[Addr_WR] = DIN;
end
assign Out_A = mem[Addr_A];
assign Out_B = mem[Addr_B];
endmodule
==> design/flow/run.sh <==
#!/bin/bash
# OpenROAD 26Q1-2900-gdf79404cd8, Yosys 0.63+post, stock flow scripts
make -C /OpenROAD-flow-scripts/flow DESIGN_CONFIG=/design/flow/config.mk WORK_HOME=/design/flow/orfs finish
==> design/flow/config.mk <==
export PLATFORM = sky130hd
export DESIGN_NAME = register
export DESIGN_NICKNAME = register
export VERILOG_FILES = /design/flow/design.v
export SDC_FILE = /design/flow/constraint.sdc
export NUM_CORES = 4
export LEC_CHECK = 1
export CORE_UTILIZATION = 50
==> run_results.csv <==
group,metric,value,unit
outcome,outcome,"completed",
clock_network,numCtsBuffers,17,
final_timing,finalCriticalPeriod,5005,ps
placement,portBuffers,38,
clock_network,cts_root_buf,"clkbuf_16",
setup_path,required,5440,ps
finish,largest_reg_flops,128,
power_and_ir_drop,p_per_area,230.1,nW/um2
detailed_routing,first_pass_iters,4,
detailed_routing,drt_iter0_markers,315,
global_routing,antenna_found_initial,0,
logic_synthesis,synthArstFlopShare,0,%
logic_synthesis,syn_inst,604,
clock_network,cts_tree,"yes",
final_timing,max_freq,199.8,MHz
floorplanning,initial_core_util,51.14,%
logic_synthesis,ff_type,"dfxtp_1",
logic_synthesis,yosys-stat-area,7098,um2
floorplanning,io_pins,39,
run,drv_cap,0,
detailed_routing,viasPerCell,5.918,
logic_synthesis,area_leaders,"dfxtp_1 36%, mux4_2 20%, mux2_2 19%",
setup_path,worstPathCellList,"buf_2 > buf_4 > mux4_2 > a22oi_1 > nand2_1 > clkdlybuf4s50_1",
global_routing,grt_pass1_vias,4948,
setup_path,critPathCaptureType,"output pin",
power_and_ir_drop,leakagePower,3.196,nW
logic_synthesis,synth.avg_cell_area,11.75,um2
finish,fill_cells,1129,
logic_synthesis,synth_cell_types,34,
final_timing,hold_viol,0,
clock_network,cts-resized-gates,0,
finish,syn2layout_area_growth,15.67,%
setup_path,crit_family,"buffers and inverters",
final_timing,skew,0,ps
detailed_routing,route.detailed.drc,0,
detailed_routing,routed_wl,18290,um
final_timing,slew_headroom,42.81,%
run,tool_warnings,25,
floorplanning,chipArea,14680,um2
global_routing,grt_overflow,0,
setup_path,slowest_stage,"buf_2",
detailed_routing,vias,4853,
global_routing,grt_pass1_wl,28580,um
final_timing,rsz0062_at_grt,"false",
clock_network,cts_htree_levels,4,
setup_path,crit_type,"input port to output pin",
logic_synthesis,ys.warnings.count,1,
final_timing,setup_viol,0,
global_routing,grt_usage,28.26,%
setup_path,path_max_fanout,21,
placement,dp_hpwl,11430,um
final_timing,worst_pin_slew,857.8,ps
detailed_routing,antenna_cells,0,
global_routing,grt_max_degree,82,
logic_synthesis,synth.top_cell.area_share,36.10,%
final_timing,setup_ws,1795,ps
clock_network,numClockSinks,128,
detailed_routing,wire_per_inst,22.30,um
clock_network,cts_setup_buffers,0,
final_timing,finalClockPeriodUsage,73.61,%
hold_path,hold_path_class,"register to register",
floorplanning,die_h,121.1,um
logic_synthesis,ys_seq_share,36.10,%
finish,drive_gt1_share,37.66,%
floorplanning,die_w,121.1,um
detailed_routing,ant_nets,0,
final_timing,slew_violations,0,
setup_path,crit_arrival,3650,ps
placement,place_ws,1740,ps
logic_synthesis,synth_stat.cells,604,
floorplanning,design.core.area,13880,um2
logic_synthesis,yosysTopAreaCell,"dfxtp_1",
setup_path,crit_buf_inv,3,
finish,utilization,59.15,%
floorplanning,fp-row-count,43,
logic_synthesis,synth-edff-count,0,
final_timing,fin_tns_setup,0,ps
clock_network,ctsHoldBuffers,0,
clock_network,clk_pin_slew,50,ps
placement,place_congestion,0.8668,
setup_path,cp-start-kind,"input port",
clock_network,insertion_delay,400,ps
setup_path,max_stage_delay,600,ps
clock_network,clockBufferDepth,2,
power_and_ir_drop,ir_drop,199.8,uV
logic_synthesis,synth_flops,128,
logic_synthesis,netlist_area,7098,um2
-- layout by cell type, fill, tap and decap left out, drive strengths merged, types with 9 or more instances in the layout --
| cell type | count |
|---|---|
| clkdlybuf4s50 | 35 |
| clkbuf | 26 |
| nand2b | 10 |
| buf | 15 |
| mux4 | 64 |
| a22oi | 32 |
| dfxtp | 128 |
| nor2b | 127 |
| o21ai | 9 |
| nand2 | 32 |
| mux2 | 120 |
| nor2 | 13 |
-- worst paths after layout --
| kind | cells past startpoint | slack (ps) | start | end |
|---|---|---|---|---|
| setup / recovery | 6 | 1790 | Addr_A[0] | Out_A[7] |
| hold / removal | 2 | 490 | mem[3] | mem[3] |
| setup reg to reg | 2 | 5940 | mem[113] | mem[113] |
| hold reg to reg | 2 | 490 | mem[3] | mem[3] |
-- synth_stat cells (2+ instances only) --
library cell	count
ha_1	2
o21ai_0	9
nor2_1	5
mux4_2	64
inv_1	4
nand2_2	3
nor2_2	8
buf_2	9
buf_1	4
mux2_2	119
a22oi_1	32
dfxtp_1	128
nor2b_1	127
nand2b_1	10
and2_1	2
clkbuf_1	32
nand2_1	29
-- routing by layer --
layer,up-vias,GRT usage [%],part of all wire (%)
li1,2255,-,-
met1,2420,42.91,44
met2,154,42.61,46
met3,24,8.733,7.8
met4,0,5.015,2.2
met5,-,0,0
-- metrics by stage --
| step | cell area (um2) | hold slack [ps] | power [W] | cells |
|---|---|---|---|---|
| 2_1_floorplan | 7098 | 456.5 | 0.0009090 | 604 |
| 3_3_place_gp | 7601 | 468.8 | 0.0009684 | 789 |
| 3_5_place_dp | 7601 | 485.6 | 0.0009708 | 789 |
| 4_1_cts | 8210 | 497.6 | 0.001905 | 820 |
| 5_1_grt | 8210 | 518.3 | 0.001955 | 820 |
| 6_report | 8210 | 494.7 | 0.001889 | 820 |
-- area by class of cell --
type,instances,area [um2],area share [%]
Multi-Input combinational cell,427,4340,52.86
Sequential cell,128,2562,31.21
Clock buffer,26,509.2,6.202
Timing Repair Buffer,50,457.9,5.578
Tap cell,180,225.2,2.743
Clock inverter,5,100.1,1.219
Inverter,4,15.01,0.1829
-- power breakdown --
| group | leakage, nW | internal [W] | switching (W) |
|---|---|---|---|
| Clock | 0.300 | 0.000623 | 0.000312 |
| Sequential | 1.03 | 0.000769 | 0.0000120 |
| Combinational | 1.86 | 0.0000811 | 0.0000925 |
-- cell families (layout without fill, tap and decap cells) --
| group | Yosys count | in the layout | share of synthesized area, % |
|---|---|---|---|
| fa+ha+maj | 2 | 2 | 0.3525 |
| buf+inv | 49 | 85 | 2.750 |
| flops | 128 | 128 | 36.10 |
| simple gates | 193 | 193 | 16.34 |
| xor+xnor | 2 | 2 | 0.2468 |
| compound gates | 46 | 46 | 4.865 |
| mux | 184 | 184 | 39.34 |
-- worst register-to-register path, cell delays in order (launching register included) --
cell	delay, ps
dfxtp_1	320
nor2b_1	140
mux2_2	290
Power and IR drop assume default switching activity.
