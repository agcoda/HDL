`design/flow/config.mk`:
```
export PLATFORM = sky130hd
export DESIGN_NAME = aLU
export DESIGN_NICKNAME = aLU
export VERILOG_FILES = /design/flow/design.v
export SDC_FILE = /design/flow/constraint.sdc
export NUM_CORES = 4
export LEC_CHECK = 1
export CORE_AREA = 10 10 83 83
export DIE_AREA = 0 0 93 93
```
`design/flow/constraint.sdc`:
```
current_design aLU

set clk_period 6.2
set clk_io_pct 0.2

create_clock -name clk0 -period $clk_period

set non_clock_inputs [all_inputs -no_clocks]
set_input_delay [expr $clk_period * $clk_io_pct] -clock clk0 $non_clock_inputs
set_output_delay [expr $clk_period * $clk_io_pct] -clock clk0 [all_outputs]
```
`design/flow/design.v`:
```
module aLU( input   logic[7:0]  A,
            input   logic[7:0]  B,
            input   logic[2:0]  OPCode,
            output  logic[7:0]  ALU_Out           
);
always_comb    begin
    case (OPCode)
        3'b000:     ALU_Out = A;         
        3'b001:     ALU_Out = B;         
        3'b010:     ALU_Out = A^ B;       
        3'b011:     ALU_Out = A ~^ B;     
        3'b100:     ALU_Out = A + B; 
        3'b101:     ALU_Out = A - B;
        3'b110:     ALU_Out = A<<1;       
        3'b111:     ALU_Out = A>>1;       
        default:    ALU_Out = 0;
    endcase
end
endmodule
```
`design/flow/run.sh`:
```
#!/bin/bash
# OpenROAD 26Q1-2900-gdf79404cd8, Yosys 0.63+post, stock flow scripts
make -C /OpenROAD-flow-scripts/flow DESIGN_CONFIG=/design/flow/config.mk WORK_HOME=/design/flow/orfs finish
```
==> reports/metrics.yaml <==
layout_setup_ws_ns: 0.8239
drtIter0Drc: 95
drt-total-wl_um: 2943
adder_share_pct: 11.62
hold_path_class: "in -> out"
antenna_left: 0
maxCapViolCount: 0
row_count: 26
grt_setup_unrepaired: "no"
tightest_slew_ns: 0.4358
io_pins: 27
setup_violations: 0
mux_area_share_pct: 10.90
syn_area_per_cell_sq_um: 6.936
syn_inst: 149
gp_congestion: 0.8608
cp-start-kind: "input pin"
grt-ovfl-total: 0
critPathSlowestCell: "clkdlybuf4s50_1"
dpl.hpwl_um: 2369
ys_area_sq_mm: 0.001033
syn-cell-area_sq_mm: 0.001033
dp_cells: 236
yosys_warnings: 1
post-cts-setup-buffer-count: 0
power.total_uw: 124.4
fmax_mhz: 186.0
area_delta_synth_final_pct: 29.18
dieArea_sq_mm: 0.008649
ys_top_cells_by_area: "xnor2_1 (10%), ha_1 (9.7%), mux2i_1 (8.7%)"
criticalPathCategory: "in -> out"
via_count: 1107
required_ns: 4.96
path_depth: 12
lay_top_count: "clkdlybuf4s50_1"
crit_path_max_incr_delay_ns: 0.63
ys_sh_xor_pct: 12.71
status: "finished clean"
wl_per_cell_um: 12.47
hold_viol: 0
synth.comb.largest_family: "AND-OR/OR-AND gates"
critPathMaxFanout: 9
antennaDiodeCount: 0
leakagePower_nw: 0.5088
grt_pass1_vias: 979
critPathTopFamily: "buffers and inverters"
synth_top_area_share_pct: 10.17
fin_crit_ns: 5.376
critPathBufInv: 3
flops: 0
drcViolationCount: 0
hold_path_depth: 4
cts_resized: 0
slew_violations: 0
fin_hold_ws_ns: 3.656
ys_sh_simple_pct: 22.40
cts_hold_buf: 0
layout_top_cells: "clkdlybuf4s50_1 (27), a21oi_1 (14), xnor2_1 (12)"
final.setup.tns_ns: 0
synthAoiAreaFrac_pct: 32.57
die_x_um: 93
finalCritPeriodShare_pct: 86.71
maxSlewHeadroom_pct: 70.64
end_kind: "output port"
port_buffers: 27
synth_cell_type_count: 42
p_per_area_mw_per_mm2: 93.20
cp_cell_sequence: "clkdlybuf4s50_1 -> inv_1 -> ha_1 -> nor2_1 -> xnor2_1 -> ha_1 -> nor2b_1 -> o31a_1 -> o21ai_1 -> mux2i_1 -> o2bb2ai_1 -> clkdlybuf4s50_1"
cp.arrival_ns: 4.14
grt_max_degree: 34
drive_gt1_share_pct: 6.627
die_height_um: 93
ff_latch_area_sq_um: 0
vdd_drop_max_mv: 0.02903
nClkBuffers: 0
viasPerCell: 4.691
warnings: 32
instances_no_fill: 236
largest_area_cell: "xnor2_1"
ys_cells: 149
grtUsageTotal_pct: 6.608
antenna_found_initial: 0
yosys.stat.seqShare_pct: 0
place_ws_ns: 0.8059
grt_pass1_wl_um: 4940
coreArea_sq_mm: 0.005140
dr.pass1.iters: 4
fp-utilization_pct: 20.11
==> final cells by class <==
class,count,area [sq um]
tap,70,87.58
multi-input combinational,130,932.1
timing repair buffer,30,292.8
fill,580,3805
inverter,6,22.52
==> power by group <==
| part | switching (mW) | internal [mW] | total, mW |
|---|---|---|---|
| clock network | 0 | 0 | 0 |
| registers | 0 | 0 | 0 |
| logic | 0.0581 | 0.0663 | 0.124 |
| total | 0.0581 | 0.0663 | 0.124 |
==> final timing paths <==
path / from / to / slack, ns
worst max-delay path: B[1] / ALU_Out[6] / 0.82
worst min-delay path: A[6] / ALU_Out[7] / 3.66
==> worst min-delay path: cells and delay by family <==
| family | cells | cell delay [ns] |
|---|---|---|
| AOI/OAI and AO/OA | 2 | 0.26 |
| buffers and inverters | 2 | 0.91 |
==> stage by stage <==
stage,utilization [%],instance area [sq um]
finish,25.97,1335
global route,25.97,1335
CTS,25.97,1335
detailed placement,25.97,1335
global placement,25.97,1335
floorplan,-,1033
==> cell usage after synthesis, types with 4 or more instances <==
master,n
a21oi_1,14
a31oi_1,7
clkbuf_1,5
ha_1,8
inv_1,5
mux2i_1,9
nand2_1,11
nor2_1,9
nor2b_1,4
nor3_1,8
o21ai_0,10
xnor2_1,12
==> per-layer routing <==
layer	share of wire (%)	global-route usage [%]	vias up
met5	0	0	-
met4	0.65	0.3856	0
met3	5.3	0.8885	2
met2	45	10.92	30
met1	49	9.318	491
li1	-	-	584
==> kinds of logic after synthesis <==
kind of cell,Yosys count
AND-OR/OR-AND,52
AND/OR/NAND/NOR,43
buffers and inverters,19
XOR/XNOR,15
multiplexers,11
adder cells (fa/ha/maj),9
Power is estimated from default activity; no workload was simulated.
